### config.mk
export PLATFORM = sky130hd
export DESIGN_NAME = top_level_lab2_part3
export DESIGN_NICKNAME = top_level_lab2_part3
export VERILOG_FILES = /design/flow/design.v
export SDC_FILE = /design/flow/constraint.sdc
export NUM_CORES = 4
export LEC_CHECK = 1
export CORE_UTILIZATION = 30
### constraint.sdc
current_design top_level_lab2_part3

set clk_period 8.2
set clk_io_pct 0.2

create_clock -name clk0 -period $clk_period [get_ports {Pulse}]

set non_clock_inputs [all_inputs -no_clocks]
set_input_delay [expr $clk_period * $clk_io_pct] -clock clk0 $non_clock_inputs
set_output_delay [expr $clk_period * $clk_io_pct] -clock clk0 [all_outputs]
### design.v
module alarm(
  input[6:0]   tmin,
               amin,
			   thrs,
			   ahrs,
  output logic buzz
);
always_comb begin
    if (tmin == amin && thrs == ahrs) begin
        buzz = 1;
    end
    else begin
        buzz = 0;
    end
end
endmodule
module ct_mod_N #(parameter N=60)(
  input clk, rst, en,
  output logic[6:0] ct_out,
  output logic      z);
  always_ff @(posedge clk)
    if(rst)
	  ct_out <= 0;
	else if(en)
	  ct_out <= (ct_out+'b1)%N;	   
  always_comb z = ct_out==(N-'b1);    
endmodule
module lcd_int(										  
  input[6:0] bin_in,
  output logic [6:0] Segment1,
                     Segment0);
  logic[6:0] bin0;			   
  assign bin0 = bin_in % 10;   
  logic[6:0] bin1;			   
  assign bin1 = bin_in/10;	   
  always_comb case(bin0) 
    4'b0000 : Segment0 = 7'h7E;
    4'b0001 : Segment0 = 7'h30;
    4'b0010 : Segment0 = 7'h6D;
    4'b0011 : Segment0 = 7'h79;
    4'b0100 : Segment0 = 7'h33;          
    4'b0101 : Segment0 = 7'h5B;
    4'b0110 : Segment0 = 7'h5F;
    4'b0111 : Segment0 = 7'h70;
    4'b1000 : Segment0 = 7'h7F;
    4'b1001 : Segment0 = 7'h7B;
	default : Segment0 = 7'h00;
  endcase
    always_comb case(bin1) 
    4'b0000 : Segment1 = 7'h7E;
    4'b0001 : Segment1 = 7'h30;
    4'b0010 : Segment1 = 7'h6D;
    4'b0011 : Segment1 = 7'h79;
    4'b0100 : Segment1 = 7'h33;          
    4'b0101 : Segment1 = 7'h5B;
    4'b0110 : Segment1 = 7'h5F;
    4'b0111 : Segment1 = 7'h70;
    4'b1000 : Segment1 = 7'h7F;
    4'b1001 : Segment1 = 7'h7B;
	default : Segment1 = 7'h00;
  endcase
endmodule
module ct_mod_D(
  input clk, rst, en,
  input[6:0] TMo0,
  output logic[6:0] ct_out,
  output logic      z);
  always_ff @(posedge clk)
    if(rst)
	  ct_out <= 0;
	else if(en)
	  case(TMo0)
        1:        ct_out <= (ct_out+1)%28;   
        3,5,8,10: ct_out <= (ct_out+1)%30;
        default:  ct_out <= (ct_out+1)%31;
      endcase  	  
  always_comb case(TMo0)
    1:        z = ct_out==27;
    3,5,8,10: z = ct_out==29;
    default:  z = ct_out==30;
  endcase
endmodule
module top_level_lab2_part3(
  input Reset,
        Timeset, 	   
        Alarmset,	   
		Minadv,
		Hrsadv,
        Dayadv,
        Monthadv,
        Dateadv,
		Alarmon,
		Pulse,		   
  output[6:0] S1disp, S0disp, 	    
               M1disp, M0disp,
               H1disp, H0disp,      
               D0disp,              
               Month1disp, Month0disp,      
               Date1disp, Date0disp,      
  output logic Buzz);	            
  logic[6:0] TSec, TMin, THrs, TDay, TDate, TMonth,    
             AMin, AHrs;		    
  logic[6:0] Min, Hrs, Day, Date, Month;
  logic Szero, Mzero, Hzero, Dzero, Dazero, Mozero,	    
        TMen, THen, AMen, AHen,
        TDen, TDaen, TMoen;     
  logic Buzz1;	                    
  ct_mod_N #(.N(60)) Sct(
    .clk(Pulse), .rst(Reset), .en(!Timeset), .ct_out(TSec), .z(Szero)
    );
  always_comb begin
    if (Szero == 1 || (Timeset==1 && Minadv==1)) begin
        TMen = 1;
    end
    else begin
        TMen = 0;
    end
  end
  ct_mod_N #(.N(60)) Mct(
    .clk(Pulse), .rst(Reset), .en(TMen), .ct_out(TMin), .z(Mzero)
    );
  always_comb begin
    if ((Mzero == 1 && Szero == 1) || (Timeset==1 && Hrsadv==1)) begin
        THen = 1;
    end
    else begin
        THen = 0;
    end
  end
  ct_mod_N #(.N(24)) Hct(
    .clk(Pulse), .rst(Reset), .en(THen), .ct_out(THrs), .z(Hzero)
    );
always_comb begin
    if ((Mzero == 1 && Szero == 1 && Hzero == 1) || (Timeset == 1 && Dayadv == 1)) begin
        TDen = 1;
    end
    else begin
        TDen = 0;
    end
end
  ct_mod_N #(.N(7)) Dct(
    .clk(Pulse), .rst(Reset), .en(TDen), .ct_out(TDay), .z(Dzero)
  );
always_comb begin
    if ((Mzero == 1 && Szero == 1 && Hzero == 1) || (Timeset == 1 && Dateadv == 1)) begin
        TDaen = 1;
    end
    else begin
        TDaen = 0;
    end
end
    ct_mod_D Datect(
        .clk(Pulse), .rst(Reset), .en(TDaen), .TMo0(TMonth), .ct_out(TDate), .z(Dazero)
    );
always_comb begin
    if ((Mzero == 1 && Szero == 1 && Hzero == 1 && Dazero == 1) || (Timeset == 1 && Monthadv == 1)) begin
        TMoen = 1;
    end
    else begin
        TMoen = 0;
    end
end
    ct_mod_N #(.N(12)) Moct(
        .clk(Pulse), .rst(Reset), .en(TMoen), .ct_out(TMonth), .z(Mozero)
    );
always_comb begin
  if (Alarmset == 1 && Minadv == 1) begin
      AMen = 1;
  end
  else begin
      AMen = 0;
  end
end
  ct_mod_N #(.N(60)) Mreg(
    .clk(Pulse), .rst(Reset), .en(AMen), .ct_out(AMin), .z()
    );
  always_comb begin
    if (Alarmset == 1 && Hrsadv == 1) begin
        AHen = 1;
    end
    else begin
        AHen = 0;
    end
  end
  ct_mod_N #(.N(24)) Hreg(
    .clk(Pulse), .rst(Reset), .en(AHen), .ct_out(AHrs), .z()
    );
  lcd_int Sdisp(
    .bin_in (TSec)  ,
    .Segment1  (S1disp),
    .Segment0  (S0disp)
    );
    always_comb begin
        if (Alarmset == 1) begin
            Min = AMin;
        end
        else begin
            Min = TMin;
        end
    end
  lcd_int Mdisp(
    .bin_in (Min) ,
    .Segment1  (M1disp),
    .Segment0  (M0disp)
    );
    always_comb begin
        if (Alarmset == 1) begin
            Hrs = AHrs;
        end
        else begin
            Hrs = THrs;
        end
    end
  lcd_int Hdisp(
    .bin_in (Hrs),
    .Segment1  (H1disp),
    .Segment0  (H0disp)
    );
    always_comb begin
        Day = TDay;
    end
    lcd_int Ddisp(
        .bin_in (Day),
        .Segment0  (D0disp),
        .Segment1  ()
    );
    always_comb begin
        Date = TDate;
    end
    lcd_int Datedisp(
        .bin_in  (Date+1),
        .Segment0  (Date0disp),
        .Segment1  (Date1disp)
    );
    always_comb begin
        Month = TMonth;
    end
    lcd_int Modisp(
        .bin_in  (Month+1),
        .Segment0  (Month0disp),
        .Segment1  (Month1disp)
    );
    always_comb begin
        if (Day == 5 || Day == 6) begin
            Buzz = 0; 
        end
        else begin
            if (Alarmon == 1 && Buzz1 == 1) begin
                Buzz = 1;
            end
            else begin
                Buzz = 0;
            end
        end
    end
  alarm a1(
    .tmin(TMin), .amin(AMin), .thrs(THrs), .ahrs(AHrs), .buzz(Buzz1)
    );
endmodule
### run.sh
#!/bin/bash
# OpenROAD 26Q1-2900-gdf79404cd8, Yosys 0.63+post, stock flow scripts
make -C /OpenROAD-flow-scripts/flow DESIGN_CONFIG=/design/flow/config.mk WORK_HOME=/design/flow/orfs finish
==> impl_metrics.toml <==
# implementation run metrics
[worst_setup_path]
critPathSlowestCell = "sky130_fd_sc_hd__clkdlybuf4s50_1"
worst-path-buf-inv = 4
worstSetupStartpointType = "input port"
r2r_setup_slack_ns = 2.15
critPathLaunch = "Alarmset"
worst_setup_path_endpoint = "H0disp[6]"
end_kind = "primary output"
cp_slowest_stage_delay_ns = 0.49
timing_worst_setup_path_type = "input port to primary output"
worst-r2r-cell-count = 26
worstPathRequired_ns = 6.56
timing.rr.end = "Datect.ct_out[3]"
crit_fanout = 9
crit_arrival_ns = 6.26
crit_family = "AND-OR/OR-AND gates"
worst_r2r_startpoint = "Moct.ct_out[1]"
crit_chain = "buf_2, mux2i_4, inv_6, ha_1, o31ai_2, o22ai_1, nor2_1, xnor2_1, ha_1, nand2b_1, o21a_2, o21a_2, a221oi_4, mux2i_2, buf_4, o31ai_4, a21bo_2, mux2_4, a21oi_1, clkdlybuf4s50_1"
critical_path_stages = 20

[worst_hold_path]
holdCritPathClass = "register to register"
start_point_of_the_worst_hold_path = "Hct.ct_out[1]"

[yosys]
post_synth_top_area_share_pct = 12.1
yosys.cell_types.count = 118
netlist_top_cells_area = "sky130_fd_sc_hd__ha_1 12%, sky130_fd_sc_hd__dfxtp_1 8.8%, sky130_fd_sc_hd__nor2_1 5.3%"
enable_flop_cells = 0
mappedNetlistArea_um2 = 12800
synth_top_cell_by_area = "sky130_fd_sc_hd__ha_1"
syn_inst = 1783
yosys.stat.chipArea_um2 = 12800
postSynth.asyncResetShare_pct = 0
synth_top_flop_cell = "sky130_fd_sc_hd__dfxtp_1"
sequential_area_share_after_synthesis_pct = 8.79
ys_cells = 1783
synth.avg_cell_area_um2 = 7.15
synth-seq-cells = 56
yosys_synthesis_warning_count = 10

[status]
outcome = "complete, no violations"

[final_timing]
worst_hold_slack_after_final_layout_ns = 0.561
final.setup.tns_ns = 0
maxSlewHeadroom_pct = 36.8
total_of_endpoints_with_negative_setup_slack_in_the_final_report = 0
timing.final.crit_period_ns = 7.90
timing.fmax_ghz = 0.127
slew_viol_final = 0
smallest_setup_slack_after_layout_ns = 0.296
hold_violations = 0
final.period_utilization_pct = 96.4
worst_slew_pin_tran_ns = 0.947
grt_setup_unrepaired = "false"
timing.clock.skew_ns = 0.00888

[finish]
layout.cells.non_filler = 2352
final.fill_count = 4279
area.growth.synth_to_final_pct = 12.6
drive_gt1_share_pct = 9.93

[power]
power.density_cell_area_nw_per_um2 = 94.5
p_leak_nw = 5.71
vdd.ir_drop.worst_uv = 66.3
total_power_mw = 1.36

[cts]
clk_transition_reported_paths_ns = 0.08
clkSinkCount = 56
cts-buffers-inserted = 5
cts_buffer_depth = 2
insertion_delay_ns = 0.30
clk_root_buffer_cell = "sky130_fd_sc_hd__clkbuf_16"
htreeDepth = 2
clock_tree_from_tritoncts = "built"

[floorplanning]
dieHeight_um = 208
chip_area_um2 = 43300
fp.coreArea_um2 = 41900
fp-utilization_pct = 30.4
die_x_um = 208
boundaryPins = 88
fp-row-count = 75

[route]
total_via_count_after_detailed_routing = 12700
antennaDiodeCount = 0
postRouteWirelength_um = 31700
route.detailed.drc = 0
avgViaCountPerCell = 5.39
antenna_left = 0
first_iter_violations = 787
detail_route.wl_per_cell_um = 13.5
dr.pass1.iters = 7

[global_route]
grt_overflow = 0
grt_usage_pct = 14.3
grt_pass1_wl_um = 53700
first_global_vias = 11200
grt_start_max_net_pins = 59
grt_antenna_before_repair = 1

[flow_run]
warnings = 104
drv.max_cap_violation_count = 0

[place]
dpl.cell_count = 2341
gp_congestion = 0.908
pre_cts_ws_ns = 0.0691
hpwlAfterDp_um = 24200
port_buffers = 87
registers in the layout (all words and copies together), names as in the netlist:
name / count
Datect.ct_out: 7
Dct.ct_out: 7
Hct.ct_out: 7
Hreg.ct_out: 7
Mct.ct_out: 7
Moct.ct_out: 7
Mreg.ct_out: 7
Sct.ct_out: 7
timing repair:
item,in CTS,in global routing
hold buffers,0,0
buffers inserted,0,3
gates resized,0,18
setup endpoints to repair,0,19
endpoints found under the hold margin,0,0
logic make-up after synthesis:
family	synth area share, %
AOI/OAI and AO/OA	29.6
muxes	6.53
DFF	8.79
adders and majority gates	13.3
xor gates and xnor gates	8.32
buffers and inverters	6.74
and+or+nand+nor	26.8
Yosys cell counts (18+ instances only):
library cell / count
sky130_fd_sc_hd__a211oi_1: 35
sky130_fd_sc_hd__a21o_1: 21
sky130_fd_sc_hd__a21oi_1: 127
sky130_fd_sc_hd__a31oi_1: 23
sky130_fd_sc_hd__and2_1: 20
sky130_fd_sc_hd__and3_1: 25
sky130_fd_sc_hd__buf_2: 31
sky130_fd_sc_hd__clkbuf_1: 57
sky130_fd_sc_hd__dfxtp_1: 56
sky130_fd_sc_hd__ha_1: 123
sky130_fd_sc_hd__inv_1: 81
sky130_fd_sc_hd__mux2_2: 18
sky130_fd_sc_hd__mux2i_1: 38
sky130_fd_sc_hd__nand2_1: 150
sky130_fd_sc_hd__nand2b_1: 30
sky130_fd_sc_hd__nand3_1: 65
sky130_fd_sc_hd__nor2_1: 179
sky130_fd_sc_hd__nor3_1: 65
sky130_fd_sc_hd__o21a_1: 32
sky130_fd_sc_hd__o21ai_0: 98
sky130_fd_sc_hd__o31ai_1: 19
sky130_fd_sc_hd__or3_1: 23
sky130_fd_sc_hd__xnor2_1: 74
sky130_fd_sc_hd__xor2_1: 31
routing by layer:
metal | wire length (um) | track usage [%]
met1 | 16200 | 22.1
met2 | 13900 | 22.3
met3 | 1290 | 1.49
met4 | 264 | 1.40
met5 | 13 | 0
worst reg2reg max path, cell delays in order, from the launching register on:
cell and delay, ns:
sky130_fd_sc_hd__dfxtp_1 0.60, sky130_fd_sc_hd__ha_1 0.27, sky130_fd_sc_hd__buf_4 0.23, sky130_fd_sc_hd__nor2_1 0.06, sky130_fd_sc_hd__a211oi_1 0.28, sky130_fd_sc_hd__a31oi_1 0.06, sky130_fd_sc_hd__or2_2 0.34, sky130_fd_sc_hd__nand2_1 0.15
sky130_fd_sc_hd__ha_1 0.26, sky130_fd_sc_hd__o21ai_0 0.22, sky130_fd_sc_hd__nand2b_1 0.17, sky130_fd_sc_hd__a31oi_1 0.18, sky130_fd_sc_hd__or3_1 0.25, sky130_fd_sc_hd__mux2i_1 0.26, sky130_fd_sc_hd__ha_1 0.30, sky130_fd_sc_hd__o21a_1 0.13
sky130_fd_sc_hd__nor2_1 0.14, sky130_fd_sc_hd__nor2_1 0.10, sky130_fd_sc_hd__a21o_1 0.23, sky130_fd_sc_hd__nand2_1 0.07, sky130_fd_sc_hd__o21ai_0 0.14, sky130_fd_sc_hd__fa_1 0.51, sky130_fd_sc_hd__a21boi_0 0.16, sky130_fd_sc_hd__o31a_1 0.32
sky130_fd_sc_hd__nor3b_1 0.27, sky130_fd_sc_hd__xnor2_1 0.15, sky130_fd_sc_hd__o21ai_0 0.08
per-stage QoR:
step | area (um2) | utilization [%]
after global routing | 14400 | 34.2
after detailed placement | 14100 | 33.5
after floorplan | 12800 | -
after CTS | 14200 | 33.9
after global placement | 14100 | 33.5
final | 14400 | 34.2
report_power, final:
group	internal, mW	leakage, nW	switching [mW]
combinational	0.433	5.18	0.388
sequential	0.283	0.456	0.0313
clock	0.115	0.0742	0.106
total	0.830	5.71	0.526
worst min-delay path by stage:
stage	cells past startpoint	to	slack (ns)
5_1_grt	2	Hct.ct_out[1]	0.59
6_report	2	Hct.ct_out[1]	0.56
4_1_cts	2	Mreg.ct_out[1]	0.56
layout by cell type, fill, tap and decap left out, types with 35 or more instances in the layout:
cell type,netlist,layout
sky130_fd_sc_hd__mux2i_1,38,37
sky130_fd_sc_hd__nor3_1,65,63
sky130_fd_sc_hd__buf_4,4,42
sky130_fd_sc_hd__dfxtp_1,56,56
sky130_fd_sc_hd__clkdlybuf4s50_1,0,85
sky130_fd_sc_hd__a211oi_1,35,35
sky130_fd_sc_hd__xnor2_1,74,71
sky130_fd_sc_hd__a21oi_1,127,127
sky130_fd_sc_hd__nand2_1,150,150
sky130_fd_sc_hd__nor2_1,179,179
sky130_fd_sc_hd__ha_1,123,123
sky130_fd_sc_hd__nand3_1,65,65
sky130_fd_sc_hd__o21ai_0,98,98
sky130_fd_sc_hd__inv_1,81,80
layout make-up:
type / instances / area (um2) / area share, %
sequential: 56 / 1120 / 7.81
inverter: 87 / 332 / 2.31
timing repair buffer: 130 / 1200 / 8.33
multi-input combinational: 1532 / 10900 / 75.8
tap: 539 / 674 / 4.70
clock inverter: 3 / 22.5 / 0.157
clock buffer: 5 / 125 / 0.872
Power and IR drop assume default switching activity.
