`flow/design.v`:
```
module alarm(
  input[6:0]   tmin,
               amin,
			   thrs,
			   ahrs,
  output logic buzz
);
always_comb begin
    if (tmin == amin && thrs == ahrs) begin
        buzz = 1;
    end
    else begin
        buzz = 0;
    end
end
endmodule
module ct_mod_N #(parameter N=60)(
  input clk, rst, en,
  output logic[6:0] ct_out,
  output logic      z);
  always_ff @(posedge clk)
    if(rst)
	  ct_out <= 0;
	else if(en)
	  ct_out <= (ct_out+'b1)%N;	   
  always_comb z = ct_out==(N-'b1);    
endmodule
module lcd_int(										  
  input[6:0] bin_in,
  output logic [6:0] Segment1,
                     Segment0);
  logic[6:0] bin0;			   
  assign bin0 = bin_in % 10;   
  logic[6:0] bin1;			   
  assign bin1 = bin_in/10;	   
  always_comb case(bin0) 
    4'b0000 : Segment0 = 7'h7E;
    4'b0001 : Segment0 = 7'h30;
    4'b0010 : Segment0 = 7'h6D;
    4'b0011 : Segment0 = 7'h79;
    4'b0100 : Segment0 = 7'h33;          
    4'b0101 : Segment0 = 7'h5B;
    4'b0110 : Segment0 = 7'h5F;
    4'b0111 : Segment0 = 7'h70;
    4'b1000 : Segment0 = 7'h7F;
    4'b1001 : Segment0 = 7'h7B;
	default : Segment0 = 7'h00;
  endcase
    always_comb case(bin1) 
    4'b0000 : Segment1 = 7'h7E;
    4'b0001 : Segment1 = 7'h30;
    4'b0010 : Segment1 = 7'h6D;
    4'b0011 : Segment1 = 7'h79;
    4'b0100 : Segment1 = 7'h33;          
    4'b0101 : Segment1 = 7'h5B;
    4'b0110 : Segment1 = 7'h5F;
    4'b0111 : Segment1 = 7'h70;
    4'b1000 : Segment1 = 7'h7F;
    4'b1001 : Segment1 = 7'h7B;
	default : Segment1 = 7'h00;
  endcase
endmodule
module lab2_part2_top_level(
  input Reset,
        Timeset, 	   
        Alarmset,	   
		Minadv,
		Hrsadv,
        Dayadv,
		Alarmon,
		Pulse,		   
  output[6:0] S1disp, S0disp, 	    
               M1disp, M0disp,
               H1disp, H0disp,
               D0disp,
  output logic Buzz);	            
  logic[6:0] TSec, TMin, THrs, TDay,     
             AMin, AHrs;		    
  logic[6:0] Min, Hrs, Day;
  logic Szero, Mzero, Hzero, Dzero,	    
        TMen, THen, AMen, AHen,
        TDen;     
  logic Buzz1;	                    
  ct_mod_N #(.N(60)) Sct(
    .clk(Pulse), .rst(Reset), .en(!Timeset), .ct_out(TSec), .z(Szero)
    );
  always_comb begin
    if (Szero == 1 || (Timeset==1 && Minadv==1)) begin
        TMen = 1;
    end
    else begin
        TMen = 0;
    end
  end
  ct_mod_N #(.N(60)) Mct(
    .clk(Pulse), .rst(Reset), .en(TMen), .ct_out(TMin), .z(Mzero)
    );
  always_comb begin
    if ((Mzero == 1 && Szero == 1) || (Timeset==1 && Hrsadv==1)) begin
        THen = 1;
    end
    else begin
        THen = 0;
    end
  end
  ct_mod_N #(.N(24)) Hct(
    .clk(Pulse), .rst(Reset), .en(THen), .ct_out(THrs), .z(Hzero)
    );
always_comb begin
    if ((Mzero == 1 && Szero == 1 && Hzero == 1) || (Timeset == 1 && Dayadv == 1)) begin
        TDen = 1;
    end
    else begin
        TDen = 0;
    end
end
  ct_mod_N #(.N(7)) Dct(
    .clk(Pulse), .rst(Reset), .en(TDen), .ct_out(TDay), .z(Dzero)
  );
always_comb begin
  if (Alarmset == 1 && Minadv == 1) begin
      AMen = 1;
  end
  else begin
      AMen = 0;
  end
end
  ct_mod_N #(.N(60)) Mreg(
    .clk(Pulse), .rst(Reset), .en(AMen), .ct_out(AMin), .z()
    );
  always_comb begin
    if (Alarmset == 1 && Hrsadv == 1) begin
        AHen = 1;
    end
    else begin
        AHen = 0;
    end
  end
  ct_mod_N #(.N(24)) Hreg(
    .clk(Pulse), .rst(Reset), .en(AHen), .ct_out(AHrs), .z()
    );
  lcd_int Sdisp(
    .bin_in (TSec)  ,
    .Segment1  (S1disp),
    .Segment0  (S0disp)
    );
    always_comb begin
        if (Alarmset == 1) begin
            Min = AMin;
        end
        else begin
            Min = TMin;
        end
    end
  lcd_int Mdisp(
    .bin_in (Min) ,
    .Segment1  (M1disp),
    .Segment0  (M0disp)
    );
    always_comb begin
        if (Alarmset == 1) begin
            Hrs = AHrs;
        end
        else begin
            Hrs = THrs;
        end
    end
  lcd_int Hdisp(
    .bin_in (Hrs),
    .Segment1  (H1disp),
    .Segment0  (H0disp)
    );
    always_comb begin
        Day = TDay;
    end
    lcd_int Ddisp(
        .bin_in (Day),
        .Segment0  (D0disp),
        .Segment1  ()
    );
    always_comb begin
        if (Day == 5 || Day == 6) begin
            Buzz = 0; 
        end
        else begin
            if (Alarmon == 1 && Buzz1 == 1) begin
                Buzz = 1;
            end
            else begin
                Buzz = 0;
            end
        end
    end
  alarm a1(
    .tmin(TMin), .amin(AMin), .thrs(THrs), .ahrs(AHrs), .buzz(Buzz1)
    );
endmodule
```
`flow/run.sh`:
```
#!/bin/bash
# OpenROAD 26Q1-2900-gdf79404cd8, Yosys 0.63+post, stock flow scripts
make -C /OpenROAD-flow-scripts/flow DESIGN_CONFIG=/design/flow/config.mk WORK_HOME=/design/flow/orfs finish
```
`flow/config.mk`:
```
export PLATFORM = sky130hd
export DESIGN_NAME = lab2_part2_top_level
export DESIGN_NICKNAME = lab2_part2_top_level
export VERILOG_FILES = /design/flow/design.v
export SDC_FILE = /design/flow/constraint.sdc
export NUM_CORES = 4
export LEC_CHECK = 1
export CORE_UTILIZATION = 40
```
`flow/constraint.sdc`:
```
current_design lab2_part2_top_level

set clk_period 11.8
set clk_io_pct 0.2

create_clock -name clk0 -period $clk_period [get_ports {Pulse}]

set non_clock_inputs [all_inputs -no_clocks]
set_input_delay [expr $clk_period * $clk_io_pct] -clock clk0 $non_clock_inputs
set_output_delay [expr $clk_period * $clk_io_pct] -clock clk0 [all_outputs]
```
==> impl_metrics.tcl <==
# flow metrics
set metrics [dict create \
    worst_pin_slew_ns 0.8334 \
    crit_path_max_fanout 26 \
    ir_worst_vdd_v 0.00004672 \
    gr-usage-met3 0.01165 \
    routed_wl_mm 19.97 \
    clock.fmax_ghz 0.09030 \
    final_area_sq_um 9223 \
    drcViolationCount 0 \
    postSynthSeqShare 0.09942 \
    warnings 77 \
    post_dp_cell_area_sq_um 9056 \
    use_met1 0.2866 \
    grt_pass1_wl_mm 34.34 \
    maxCapViolations 0 \
    cts_resized 0 \
    rsz0062_at_grt "no" \
    grt_max_degree 43 \
    io_pins 58 \
    hpwlAfterDp_mm 14.81 \
    clockBufferDepth 2 \
    fp_util 0.4126 \
    clock_skew_ns 0.01172 \
    arrival_ns 8.71 \
    worstSetupPathType "input pin to output pin" \
    startpoint_type "input pin" \
    post_cts_buffers 0 \
    place.gp.congestion 0.9160 \
    core-area_sq_um 20490 \
    cts_tree "built" \
    slew_viol_final 0 \
    met2_usage 0.2922 \
    drive_above_1_share 0.06255 \
    syn-cell-area_sq_um 8457 \
    syn_inst 1188 \
    insertedDiodeCount 0 \
    setup_violations 0 \
    yosysUniqueCellTypes 103 \
    vias 8356 \
    die_x_um 147.4 \
    period_needed_ns 11.07 \
    critPathCaptureType "output pin" \
    p_per_area_nw_per_um2 72.36 \
    hold_viol_final 0 \
    vias_per_cell 5.751 \
    first_global_vias 7309 \
    leakage_nw 3.436 \
    drtIter0Drc 493 \
    cp_slowest_stage_delay_ns 0.51 \
    fp.dieArea_sq_um 21730 \
    ys_chip_area_sq_um 8457 \
    status "completed" \
    wl_per_cell_um 13.74 \
    tns_ns 0 \
    synthFlopType "dfxtp_1" \
    edf_count 0 \
    postSynthRegisterBits 42 \
    avgSynthCellArea_sq_um 7.119 \
    grt_busiest_layer "met2" \
    worstSkewPairLatency_ns 0.29 \
    route.antenna.remaining_nets 0 \
    critPathMostFrequentCell "ha_1" \
    antenna_found_initial 0 \
    ys_cells 1188 \
    hp-class "flip-flop to flip-flop" \
    fillers 2080 \
    portBuffers 57 \
    relSlewSlack 0.4285 \
    fp.dieH_um 147.4 \
    cts_sinks 42 \
    area_growth_syn_to_layout_pct 9.055 \
    period_used_share 0.9385 \
    overflow 0 \
    yosysWarningCount 6 \
    register_area_sq_um 840.8 \
    crit_path_top_delay_cell "o41a_1" \
    ctsHoldBuffers 0 \
    cp.required_ns 9.44 \
    cts_buffers 5 \
    cp_cell_sequence "buf_2 > buf_4 > nor3b_2 > nor2_1 > ha_1 > o41a_1 > a221oi_4 > xnor2_1 > inv_1 > ha_1 > and4_1 > o311ai_2 > nand4b_4 > or2_1 > a21oi_4 > o221ai_4 > xnor2_1 > ha_1 > o311ai_0 > a21oi_1 > o31ai_1 > o311a_1 > clkdlybuf4s50_1" \
    clockRootBuffer "clkbuf_16" \
    detail_route.first_pass.iterations 5 \
    htree_num_levels 2 \
    rows 52 \
    layout.area.comb_sq_um 7037 \
    async_flop_share 0 \
    path_clk_slew_ns 0.06 \
    grt.total_usage 0.1845 \
]
## metal layers
| metal | up-vias | routed length (um) |
|---|---|---|
| li1 | 4351 | - |
| met5 | - | 0 |
| met1 | 3846 | 10330 |
| met2 | 147 | 8933 |
| met4 | 0 | 122 |
| met3 | 12 | 583 |
## synthesized netlist by cell type, types with 13 or more instances
library cell	number	area, sq um
nor2_1	97	364.1
and3_1	13	81.33
nor3_1	30	150.1
nand2b_1	17	106.4
ha_1	77	963.4
dfxtp_1	42	840.8
o21ai_0	89	445.4
and2_1	13	81.33
clkbuf_1	56	210.2
nand2_1	106	397.9
o21a_1	18	135.1
a21oi_1	78	390.4
mux2i_1	29	290.3
o211ai_1	16	120.1
o22ai_1	19	118.9
a211oi_1	15	112.6
nand3_1	54	270.3
nor2b_1	16	100.1
a31oi_1	19	118.9
xnor2_1	54	473.0
xor2_1	20	175.2
inv_1	55	206.5
## cells in the final DEF, fill, tap and decap left out, types with 19 or more instances in the layout
cell / instances
nor3_1: 30
inv_1: 55
nor2_1: 97
nand3_1: 54
nand2_1: 106
o22ai_1: 19
dfxtp_1: 42
clkdlybuf4s50_1: 56
xnor2_1: 54
a21oi_1: 78
xor2_1: 20
o21ai_0: 89
a31oi_1: 19
ha_1: 77
mux2i_1: 29
## critical path: cells and delay by family
kind | cells | cell delay, ns
buffers and inverters | 4 | 1.33
adders and majority gates | 3 | 0.91
xor gates and xnor gates | 2 | 0.41
and+or+nand+nor | 5 | 1.30
AOI/OAI and AO/OA | 9 | 2.40
## cells by family after synthesis
group	Yosys count	share of synthesized area
xor gates and xnor gates	75	0.07856
DFF	42	0.09942
muxes	49	0.06835
adders and majority gates	82	0.1200
and+or+nand+nor	420	0.2534
AOI/OAI and AO/OA	384	0.3117
buffers and inverters	136	0.06850
## state kept, by name (all words and copies together), names as in the netlist
signal       cells
Dct.ct_out       7
Hct.ct_out       7
Hreg.ct_out      7
Mct.ct_out       7
Mreg.ct_out      7
Sct.ct_out       7
## cell type report
class	count	area share
multi-input combinational	1010	0.7630
clock inverter	2	0.004070
timing repair buffer	63	0.06621
clock buffer	6	0.01397
sequential	42	0.09117
inverter	60	0.02496
tap	270	0.03663
## worst paths after layout
check	cells after the start	slack, ns	start	endpoint
max	23	0.73	Alarmset	H0disp[0]
min	2	0.57	Mreg.ct_out[1]	Mreg.ct_out[1]
max reg2reg	19	7.08	Dct.ct_out[0]	Dct.ct_out[1]
min reg2reg	2	0.57	Mreg.ct_out[1]	Mreg.ct_out[1]
## stage by stage
stage                power, W  worst slack, ns  utilization  cells  hold slack, ns
floorplan           0.0003903            2.324            -   1188          0.5169
global route        0.0007256           0.1244       0.4500   1453          0.6183
finish              0.0006674           0.7255       0.4500   1453          0.5669
CTS                 0.0006745           0.7003       0.4500   1453          0.5656
detailed placement  0.0005133           0.7305       0.4419   1445          0.5571
global placement    0.0005157           0.8278       0.4419   1445          0.5558
## where the power goes
group / total (W) / internal [W] / switching (W) / leakage [nW]
Clock: 0.000157 / 0.0000999 / 0.0000567 / 0.0771
Sequential: 0.000165 / 0.000148 / 0.0000174 / 0.342
Combinational: 0.000346 / 0.000183 / 0.000163 / 3.02
Total: 0.000667 / 0.000430 / 0.000237 / 3.44
No activity file was given, so power comes from the tool's default toggle rates.
