===== flow/config.mk =====
export PLATFORM = sky130hd
export DESIGN_NAME = top_level_lab2_part1
export DESIGN_NICKNAME = top_level_lab2_part1
export VERILOG_FILES = /design/flow/design.v
export SDC_FILE = /design/flow/constraint.sdc
export NUM_CORES = 4
export LEC_CHECK = 1
export CORE_UTILIZATION = 50

===== flow/constraint.sdc =====
current_design top_level_lab2_part1

set clk_period 5.5
set clk_io_pct 0.2

create_clock -name clk0 -period $clk_period [get_ports {Pulse}]

set non_clock_inputs [all_inputs -no_clocks]
set_input_delay [expr $clk_period * $clk_io_pct] -clock clk0 $non_clock_inputs
set_output_delay [expr $clk_period * $clk_io_pct] -clock clk0 [all_outputs]

===== flow/design.v =====
module alarm(
  input[6:0]   tmin,
               amin,
			   thrs,
			   ahrs,
  output logic buzz
);
always_comb begin
    if (tmin == amin && thrs == ahrs) begin
        buzz = 1;
    end
    else begin
        buzz = 0;
    end
end
endmodule
module ct_mod_N #(parameter N=60)(
  input clk, rst, en,
  output logic[6:0] ct_out,
  output logic      z);
  always_ff @(posedge clk)
    if(rst)
	  ct_out <= 0;
	else if(en)
	  ct_out <= (ct_out+'b1)%N;	   
  always_comb z = ct_out==(N-'b1);    
endmodule
module lcd_int(										  
  input[6:0] bin_in,
  output logic [6:0] Segment1,
                     Segment0);
  logic[6:0] bin0;			   
  assign bin0 = bin_in % 10;   
  logic[6:0] bin1;			   
  assign bin1 = bin_in/10;	   
  always_comb case(bin0) 
    4'b0000 : Segment0 = 7'h7E;
    4'b0001 : Segment0 = 7'h30;
    4'b0010 : Segment0 = 7'h6D;
    4'b0011 : Segment0 = 7'h79;
    4'b0100 : Segment0 = 7'h33;          
    4'b0101 : Segment0 = 7'h5B;
    4'b0110 : Segment0 = 7'h5F;
    4'b0111 : Segment0 = 7'h70;
    4'b1000 : Segment0 = 7'h7F;
    4'b1001 : Segment0 = 7'h7B;
	default : Segment0 = 7'h00;
  endcase
    always_comb case(bin1) 
    4'b0000 : Segment1 = 7'h7E;
    4'b0001 : Segment1 = 7'h30;
    4'b0010 : Segment1 = 7'h6D;
    4'b0011 : Segment1 = 7'h79;
    4'b0100 : Segment1 = 7'h33;          
    4'b0101 : Segment1 = 7'h5B;
    4'b0110 : Segment1 = 7'h5F;
    4'b0111 : Segment1 = 7'h70;
    4'b1000 : Segment1 = 7'h7F;
    4'b1001 : Segment1 = 7'h7B;
	default : Segment1 = 7'h00;
  endcase
endmodule
module top_level_lab2_part1(
  input Reset,
        Timeset, 	   
        Alarmset,	   
		Minadv,
		Hrsadv,
		Alarmon,
		Pulse,		   
  output [6:0] S1disp, S0disp, 	    
               M1disp, M0disp,
               H1disp, H0disp,
  output logic Buzz);	            
  logic[6:0] TSec, TMin, THrs,      
             AMin, AHrs;		    
  logic[6:0] Min, Hrs;
  logic Szero, Mzero, Hzero, 	    
        TMen, THen, AMen, AHen;
  logic Buzz1;	                    
  ct_mod_N #(.N(60)) Sct(
    .clk(Pulse), .rst(Reset), .en(!Timeset), .ct_out(TSec), .z(Szero)
    );
always_comb begin
    if (Szero == 1 || (Timeset==1 && Minadv==1)) begin
        TMen = 1;
    end
    else begin
        TMen = 0;
    end
end
  ct_mod_N #(.N(60)) Mct(
    .clk(Pulse), .rst(Reset), .en(TMen), .ct_out(TMin), .z(Mzero)
    );
always_comb begin
    if ((Mzero == 1 && Szero == 1) || (Timeset==1 && Hrsadv==1)) begin
        THen = 1;
    end
    else begin
        THen = 0;
    end
end
  ct_mod_N #(.N(24)) Hct(
	.clk(Pulse), .rst(Reset), .en(THen), .ct_out(THrs), .z(Hzero)
    );
always_comb begin
    if (Alarmset == 1 && Minadv == 1) begin
        AMen = 1;
    end
    else begin
        AMen = 0;
    end
end
  ct_mod_N #(.N(60)) Mreg(
    .clk(Pulse), .rst(Reset), .en(AMen), .ct_out(AMin), .z()
    );
always_comb begin
    if (Alarmset == 1 && Hrsadv == 1) begin
        AHen = 1;
    end
    else begin
        AHen = 0;
    end
end
  ct_mod_N #(.N(24)) Hreg(
    .clk(Pulse), .rst(Reset), .en(AHen), .ct_out(AHrs), .z()
    );
  lcd_int Sdisp(
    .bin_in (TSec)  ,
	.Segment1  (S1disp),
	.Segment0  (S0disp)
	);
    always_comb begin
        if (Alarmset == 1) begin
            Min = AMin;
        end
        else begin
            Min = TMin;
        end
    end
  lcd_int Mdisp(
    .bin_in (Min) ,
	.Segment1  (M1disp),
	.Segment0  (M0disp)
	);
    always_comb begin
        if (Alarmset == 1) begin
            Hrs = AHrs;
        end
        else begin
            Hrs = THrs;
        end
    end
  lcd_int Hdisp(
    .bin_in (Hrs),
	.Segment1  (H1disp),
	.Segment0  (H0disp)
	);
    always_comb begin
        if (Alarmon == 1 && Buzz1 == 1) begin
            Buzz = 1;
        end
        else begin
            Buzz = 0;
        end
    end
  alarm a1(
    .tmin(TMin), .amin(AMin), .thrs(THrs), .ahrs(AHrs), .buzz(Buzz1)
	);
endmodule

===== flow/run.sh =====
#!/bin/bash
# OpenROAD 26Q1-2900-gdf79404cd8, Yosys 0.63+post, stock flow scripts
make -C /OpenROAD-flow-scripts/flow DESIGN_CONFIG=/design/flow/config.mk WORK_HOME=/design/flow/orfs finish

==> impl_results.html <==
<h3>Run summary</h3>
<table>
<tr><th>Metric</th><th>Value</th></tr>
<tr><th colspan="2">Final timing</th></tr>
<tr><td>Time the worst path needs with I/O delays and setup</td><td>5660 ps</td></tr>
<tr><td>Relative slew slack</td><td>a little over a third</td></tr>
<tr><td>Achievable frequency</td><td>0.177 GHz</td></tr>
<tr><td>Setup Viol. Count Final</td><td>5</td></tr>
<tr><td>Period utilization</td><td>103%</td></tr>
<tr><td>Unrepaired setup endpoints after global routing</td><td>true</td></tr>
<tr><td>Post-Route Skew</td><td>5.61 ps</td></tr>
<tr><td>Hold violation total from the final report</td><td>0</td></tr>
<tr><td>Max Transition Viols Final</td><td>0</td></tr>
<tr><td>Final worst-path setup slack</td><td>-157 ps</td></tr>
<tr><td>Worst Max-Slew Pin Slew</td><td>930 ps</td></tr>
<tr><th colspan="2">Global route</th></tr>
<tr><td>Largest net degree at the start of global routing</td><td>36</td></tr>
<tr><td>Total gr overflow</td><td>0</td></tr>
<tr><td>Vias in the first global route</td><td>5902</td></tr>
<tr><td>Total GRT Usage</td><td>about 27%</td></tr>
<tr><td>Number of antenna violations at the first check in global routing</td><td>0</td></tr>
<tr><td>First-pass GRT wire length</td><td>28.0 mm</td></tr>
<tr><th colspan="2">Synth</th></tr>
<tr><td>Proportion of synthesized flip-flops having asynchronous set or reset</td><td>0%</td></tr>
<tr><td>Proportion of synthesized area in mux cells</td><td>under 10%</td></tr>
<tr><td>YS chip area</td><td>6020 sq um</td></tr>
<tr><td>Synth warn</td><td>5</td></tr>
<tr><td>Number of instances in the synthesized netlist</td><td>858</td></tr>
<tr><td>XORs/XNORs by Area</td><td>roughly 8.6%</td></tr>
<tr><td>Simple-gate share of the synthesized area</td><td>a little over a quarter</td></tr>
<tr><td>Combined area of all synthesized cells</td><td>between 6000 and 7000 sq um</td></tr>
<tr><td>Complex-gate fraction of the synthesized area</td><td>between 20% and 30%</td></tr>
<tr><td>Mean instance size in the synthesized netlist</td><td>7.02 sq um</td></tr>
<tr><td>Share of the yosys chip area belonging to registers</td><td>11.6%</td></tr>
<tr><td>Number of distinct library cell variants in the gate-level netlist after synthesis</td><td>85</td></tr>
<tr><td>Flops after synth</td><td>35</td></tr>
<tr><td>Adder Share, Synth</td><td>10.8%</td></tr>
<tr><td>Main kind of combinational logic by area</td><td>AND-OR/OR-AND gates</td></tr>
<tr><td>Most area-consuming cells after synthesis</td><td>sky130_fd_sc_hd__dfxtp_1 (12%), sky130_fd_sc_hd__ha_1 (10%), sky130_fd_sc_hd__xnor2_1 (6.8%), sky130_fd_sc_hd__nor2_1 (6.4%), sky130_fd_sc_hd__nand2_1 (5.8%)</td></tr>
<tr><td>Cells in synth_stat.txt</td><td>858</td></tr>
<tr><td>Area leader, netlist</td><td>sky130_fd_sc_hd__dfxtp_1</td></tr>
<tr><td>Count of library flops with an enable pin</td><td>0</td></tr>
<tr><td>Prevailing post-synth register cell</td><td>sky130_fd_sc_hd__dfxtp_1</td></tr>
<tr><td>Most used standard cell by instance count after synthesis</td><td>sky130_fd_sc_hd__nor2_1</td></tr>
<tr><td>Area share of the largest cell type after synthesis</td><td>a little under an eighth</td></tr>
<tr><td>Top cells by instance count after synthesis</td><td>sky130_fd_sc_hd__nor2_1 (102), sky130_fd_sc_hd__nand2_1 (93), sky130_fd_sc_hd__a21oi_1 (68)</td></tr>
<tr><th colspan="2">Cells and area</th></tr>
<tr><td>Fill count</td><td>about 850</td></tr>
<tr><td>Combinational cell area excluding buffers and inverters</td><td>about 5400 sq um</td></tr>
<tr><td>Post-layout util</td><td>71.0%</td></tr>
<tr><td>Fraction of layout cells with a size suffix above 1</td><td>between 20% and 30%</td></tr>
<tr><td>Growth of design area from synthesis to finish</td><td>36.5%</td></tr>
<tr><td>Post-layout instance area</td><td>slightly above 8000 sq um</td></tr>
<tr><td>Area occupied by registers</td><td>701 sq um</td></tr>
<tr><th colspan="2">Min path</th></tr>
<tr><td>Min-Delay Path Class</td><td>reg -&gt; reg</td></tr>
<tr><td>Hold path start</td><td>Hct.ct_out[1]</td></tr>
<tr><th colspan="2">Routing</th></tr>
<tr><td>Number of diodes added for antenna fixing</td><td>0</td></tr>
<tr><td>Initial DRC Count</td><td>420</td></tr>
<tr><td>Wire length after detailed routing</td><td>16.8 mm</td></tr>
<tr><td>Via count of the routed design</td><td>approximately 6700</td></tr>
<tr><td>Detailed-route wire length per cell</td><td>between 10 and 15 um</td></tr>
<tr><td>Router iterations before antenna repair</td><td>16</td></tr>
<tr><td>Post-detailed-route via-to-cell ratio</td><td>5.81</td></tr>
<tr><td>Antenna-violating nets left</td><td>0</td></tr>
<tr><td>Post-route DRC</td><td>0</td></tr>
<tr><th colspan="2">Power and ir drop</th></tr>
<tr><td>Internal power component</td><td>0.730 mW</td></tr>
<tr><td>Net switching power of the design</td><td>0.333 mW</td></tr>
<tr><td>Power share of the sequential group</td><td>roughly a quarter</td></tr>
<tr><td>Combinational cell fraction of total power</td><td>42.2%</td></tr>
<tr><td>Total power density per cell area</td><td>~130 nW/um^2</td></tr>
<tr><td>Clock group share of total power</td><td>31.5%</td></tr>
<tr><td>Switching Fraction</td><td>31.3%</td></tr>
<tr><td>Maximum vdd drop</td><td>0.145 mV</td></tr>
<tr><td>Standby leakage power</td><td>3.35 nW</td></tr>
<tr><th colspan="2">Outcome</th></tr>
<tr><td>Status</td><td>complete, but fails checks</td></tr>
<tr><td>Violations in the final reports</td><td>setup timing</td></tr>
<tr><th colspan="2">Clock network</th></tr>
<tr><td>Clock tree from TritonCTS</td><td>yes</td></tr>
<tr><td>Clock-pin slew on the worst setup and hold paths</td><td>60 ps</td></tr>
<tr><td># hold bufs at CTS</td><td>0</td></tr>
<tr><td>Number of buffers inserted during clock tree synthesis</td><td>5</td></tr>
<tr><td>Root cell of the clock tree</td><td>sky130_fd_sc_hd__clkbuf_16</td></tr>
<tr><td>Buffer levels on the longest clock path</td><td>2</td></tr>
<tr><td>Clock Sinks</td><td>35</td></tr>
<tr><td>H-tree Lvls</td><td>2</td></tr>
<tr><td>Clock latency (worst-skew pair)</td><td>just under 300 ps</td></tr>
<tr><th colspan="2">Job</th></tr>
<tr><td>Tool Warnings</td><td>64</td></tr>
<tr><td>Max-cap violations</td><td>0</td></tr>
<tr><th colspan="2">Critical path</th></tr>
<tr><td>Type of destination of the critical path</td><td>output port</td></tr>
<tr><td>Startpoint types</td><td>input pin</td></tr>
<tr><td>Critical Path Start</td><td>Alarmset</td></tr>
<tr><td>Origin of the critical flop-to-flop path</td><td>Hct.ct_out[1]</td></tr>
<tr><td>CP Data Arrival Time</td><td>4560 ps</td></tr>
<tr><td>Type of the worst setup path</td><td>in -&gt; out</td></tr>
<tr><td>Maximum fanout along the worst path</td><td>8</td></tr>
<tr><td>Worst Path Required</td><td>approximately 4400 ps</td></tr>
<tr><th colspan="2">Floorplanning</th></tr>
<tr><td>Die width</td><td>112 um</td></tr>
<tr><td>Total die area</td><td>between 10000 and 15000 sq um</td></tr>
<tr><td>Cell row count</td><td>39</td></tr>
<tr><td>I/O pin total</td><td>50</td></tr>
<tr><td>Overall die height</td><td>112 um</td></tr>
<tr><td>Starting utilization of the core area</td><td>52.1%</td></tr>
<tr><td>Floorplan core area</td><td>between 10000 and 15000 sq um</td></tr>
<tr><th colspan="2">Place</th></tr>
<tr><td>Worst slack at placement</td><td>-633 ps</td></tr>
<tr><td>Last weighted congestion value of the routability-driven placer</td><td>0.926</td></tr>
<tr><td>Area of placed instances</td><td>7250 sq um</td></tr>
<tr><td>Sum of net half-perimeters after detailed placement</td><td>12.1 mm</td></tr>
<tr><td>Port Buf Inserts</td><td>about 49</td></tr>
</table>
==> logic make-up after synthesis <==
| logic type | after synthesis |
|---|---|
| AOI/OAI and AO/OA | 243 |
| xor gates and xnor gates | 59 |
| adders and majority gates | 53 |
| DFF | 35 |
| buffers and inverters | 89 |
| muxes | 49 |
| and+or+nand+nor | 330 |
==> what timing repair did <==
action | CTS | global route
pin swaps | 36 | 26
endpoints found under the setup margin | 28 | 39
buffers inserted | 32 | 14
endpoints found under the hold margin | 0 | 0
gates resized | 95 | 78
cloned | 0 | 0
==> stage by stage <==
stage | cells | total power, mW | hold WS, ps | setup TNS [ps]
2_1_floorplan | 858 | 0.495 | 502 | -481
3_3_place_gp | 1101 | 0.656 | 538 | -8050
3_5_place_dp | 1101 | 0.660 | 557 | -9090
4_1_cts | 1137 | 1.02 | 566 | -612
5_1_grt | 1146 | 1.12 | 609 | -1890
6_report | 1146 | 1.06 | 567 | -365
==> flip-flops by register name, summed over array words and instances (netlist names) <==
register / count
Hct.ct_out: 7
Hreg.ct_out: 7
Mct.ct_out: 7
Mreg.ct_out: 7
Sct.ct_out: 7
==> layout make-up <==
type                       count  area share (%)
clock buffer                   5            1.52
clock inverter                 3           0.579
inverter                      36            1.74
multi-input combinational    734            66.0
sequential                    35            8.53
tap                          143            2.18
timing repair buffer         190            19.4
==> worst paths after layout <==
kind,end,cells past startpoint,slack [ps]
setup / recovery,M0disp[6],17,-160
hold reg to reg,Hct.ct_out[1],2,570
setup reg to reg,Hct.ct_out[3],14,2350
hold / removal,Hct.ct_out[1],2,570
==> power groups by stage <==
| stage | Sequential, mW | Clock (mW) | Combinational (mW) |
|---|---|---|---|
| 4_1_cts | 0.279 | 0.338 | 0.402 |
| 5_1_grt | 0.281 | 0.351 | 0.492 |
| 6_report | 0.280 | 0.335 | 0.449 |
==> per-layer routing <==
layer	vias to the layer above	wire length [um]	track usage, %	share of wire [%]
met5	-	0	0	0
met4	0	143	2.34	0.85
met3	18	670	2.49	4.0
met2	147	7570	42.5	45
met1	3106	8390	41.4	50
li1	3390	-	-	-
==> worst max-delay path, stage by stage <==
cell and delay [ps]:
sky130_fd_sc_hd__buf_12 120, sky130_fd_sc_hd__nor3b_4 160, sky130_fd_sc_hd__nor2_4 120, sky130_fd_sc_hd__ha_4 150
sky130_fd_sc_hd__inv_2 30, sky130_fd_sc_hd__o41a_1 450, sky130_fd_sc_hd__a31o_4 250, sky130_fd_sc_hd__or2_4 240
sky130_fd_sc_hd__a2111o_1 470, sky130_fd_sc_hd__nand3_2 120, sky130_fd_sc_hd__nor2_4 60, sky130_fd_sc_hd__xnor2_2 180
sky130_fd_sc_hd__inv_2 70, sky130_fd_sc_hd__ha_2 180, sky130_fd_sc_hd__mux2_4 260, sky130_fd_sc_hd__a21oi_2 130
sky130_fd_sc_hd__clkdlybuf4s50_1 470
==> cell usage in the layout (no fill, tap or decap), types with 10 or more instances in the layout <==
master,netlist,routed
sky130_fd_sc_hd__o21ai_0,46,35
sky130_fd_sc_hd__nor2b_1,12,11
sky130_fd_sc_hd__o22ai_1,13,11
sky130_fd_sc_hd__o211ai_1,10,10
sky130_fd_sc_hd__and3_1,13,11
sky130_fd_sc_hd__xnor2_1,47,42
sky130_fd_sc_hd__buf_6,9,19
sky130_fd_sc_hd__a21oi_1,68,58
sky130_fd_sc_hd__nor2_1,102,97
sky130_fd_sc_hd__buf_4,1,121
sky130_fd_sc_hd__nand4_1,10,10
sky130_fd_sc_hd__a211oi_1,13,13
sky130_fd_sc_hd__nand2_1,93,91
sky130_fd_sc_hd__mux2_2,18,12
sky130_fd_sc_hd__dfxtp_1,35,35
sky130_fd_sc_hd__clkdlybuf4s50_1,0,25
sky130_fd_sc_hd__inv_1,35,27
sky130_fd_sc_hd__xor2_1,12,12
sky130_fd_sc_hd__nand3_1,29,25
sky130_fd_sc_hd__nor3_1,18,15
sky130_fd_sc_hd__o21ai_1,4,12
sky130_fd_sc_hd__a31oi_1,17,16
sky130_fd_sc_hd__ha_1,49,34
sky130_fd_sc_hd__mux2i_1,26,23
sky130_fd_sc_hd__a21oi_2,0,10
sky130_fd_sc_hd__ha_4,0,12
Power is estimated from default activity; no workload was simulated.
